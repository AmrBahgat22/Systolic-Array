## flow/config.mk

```make
export PLATFORM = sky130hd
export DESIGN_NAME = WS_PE
export DESIGN_NICKNAME = WS_PE
export VERILOG_FILES = /design/flow/design.v
export SDC_FILE = /design/flow/constraint.sdc
export NUM_CORES = 4
export LEC_CHECK = 1
export CORE_UTILIZATION = 40
```

## flow/constraint.sdc

```tcl
current_design WS_PE

set clk_period 7.6
set clk_io_pct 0.2

create_clock -name clk0 -period $clk_period [get_ports {clk}]

set non_clock_inputs [all_inputs -no_clocks]
set_input_delay [expr $clk_period * $clk_io_pct] -clock clk0 $non_clock_inputs
set_output_delay [expr $clk_period * $clk_io_pct] -clock clk0 [all_outputs]
```

## flow/design.v

```verilog
module WS_PE
#(parameter in_word_size 	= 16,
				out_word_size 	= 16) 
(
	input     clk,
	input     rst,
	input     wire   [in_word_size-1:0]   fmap_in,
	input     wire	  [in_word_size-1:0]   kernel_in,
	input		 wire   [out_word_size-1:0]  Result_in,
	input 	 wire 			  				  Op_sel,
	output    reg    [in_word_size-1:0]   fmap_out,
	output    reg    [in_word_size-1:0]   kernel_out,
	output    reg    [out_word_size-1:0]  Result_out
);
localparam Preload_op = 0;
localparam Conv_op	 = 1;
wire    [out_word_size-1:0] Mul;
assign Mul = fmap_in * kernel_out;
always @ (posedge clk or negedge rst) begin 
		if (!rst) begin 
			fmap_out 	<= 0;
			kernel_out 	<= 0;
			Result_out 	<= 0;				
		end else begin 
			fmap_out 	<= fmap_in;
			Result_out  <= Result_in + Mul;
			if(Op_sel == Preload_op) kernel_out 	<= kernel_in;
		end 
	end 
endmodule 
```

## flow/run.sh

```bash
#!/bin/bash
# OpenROAD 26Q1-2900-gdf79404cd8, Yosys 0.63+post, stock flow scripts
make -C /OpenROAD-flow-scripts/flow DESIGN_CONFIG=/design/flow/config.mk WORK_HOME=/design/flow/orfs finish
```

==> results.yml <==
# generated from flow reports
outcome:
  status: "finished clean"
drt:
  drc_errors: 0
  wirelength_mm: 13.3
  wl_met2_mm: 6.07
  highest_layer: "met4"
  drt_iter0_markers: 221
  num_vias: 4009
  postRouteAntennaNets: 0
  wl_met1_mm: 5.99
  wl_met3_um: 939
  drtPass1Iterations: 4
  viasPerCell: 4.63
  wl_per_cell_um: 15.3
  insertedDiodeCount: 0
cells_and_area:
  syn2layout_area_growth_pct: 22.6
  fin_util_pct: 50.8
  fill_cells: 1247
  drive_above_1_share_pct: 4.66
  comb_area_mm2: 0.00394
  regArea_mm2: 0.00120
floorplan:
  fp_util_pct: 41.5
  die-height_um: 123
  die-area_mm2: 0.0151
  ios: 99
  core_mm2: 0.0140
  die_x_um: 123
  num_rows: 43
power_and_ir_drop:
  ir_drop_mv: 0.307
  power.density_mw_per_mm2: 453
  power.leakage_nw: 3.53
setup_path:
  cp.required_ns: 7.78
  cp.arrival_ns: 6.88
  crit_chain: "clkdlybuf4s50_1 -> and2_1 -> fa_1 -> inv_1 -> fa_1 -> inv_1 -> fa_1 -> inv_1 -> fa_1 -> inv_1 -> fa_1 -> inv_1 -> fa_1 -> inv_1 -> ha_1 -> a21oi_1 -> o21ai_0 -> a311oi_1 -> o21bai_1 -> xor2_1"
  cp-end-kind: "register"
  crit_type: "primary input to register"
  crit_path_start_kind: "primary input"
  crit_buf_inv: 7
  path_max_fanout: 9
  crit_path_top_delay_cell: "clkdlybuf4s50_1"
  critPathMaxStageDelay_ns: 0.66
  crit_family: "adder cells"
min_path:
  hold_class: "register to register"
synth:
  synth_area_mm2: 0.00583
  yosysCellCount: 599
  area_leaders: "fa_1 32%, dfrtp_1 21%, ha_1 11%"
  ys_seq_share_pct: 20.6
  top_area_cell: "fa_1"
  yosys.area.top_type_share_pct: 32.3
  ys_chip_area_mm2: 0.00583
  synth_warnings: 1
  synth_cell_types: 32
  avgSynthCellArea_um2: 9.73
  numSynthFlops: 48
  synth_cells: 599
final_timing:
  final_hold_viol_count: 0
  maxSlewViolCount: 0
  setup_ws_ns: 0.902
  setup_tns_ns: 0
  finalSetupViolCount: 0
  finalClockPeriodUsage_pct: 88.1
  tightest_slew_ns: 0.720
  slew_headroom_pct: 51.8
  period_needed_ns: 6.70
  rsz0062_at_grt: "false"
  finClkSkew_ns: 0.00553
  fmax_ghz: 0.149
place:
  dp_hpwl_mm: 10.3
  routabilityCongestion: 0.842
  io_buffers: 98
  post-place-ws_ns: 0.578
clock_network:
  cts_root_buf: "clkbuf_16"
  cts-htree-levels: 2
  clkTransAtPathRegs_ns: 0.07
  hold_buffers: 0
  cts-buffers-inserted: 5
  clk_latency_ns: 0.30
  cts.sinks: 48
  cts.repair.resized: 0
  tritoncts: "yes"
  clockBufferDepth: 2
  postCtsSetupRepairBufs: 0
job:
  cap_violations: 0
  log.warning_count: 25
global_routing:
  grt_util_all_layers_pct: 20.6
  antenna_found_initial: 0
  grt_pass1_wl_mm: 21.9
  overflow: 0
  grt_max_degree: 49
  grt_pass1_vias: 4327
## layer usage
metal | global-route usage [%] | up-vias
li1 | - | 1901
met5 | 0 | -
met1 | 30.8 | 1970
met2 | 32.0 | 125
met4 | 2.82 | 0
met3 | 5.79 | 13
## cells by family after synthesis
group           Yosys count  share of synthesized area, %
compound gates           24                          2.60
xor+xnor                 41                          6.53
fa+ha+maj               146                          43.5
buf+inv                 179                          11.8
flops                    48                          20.6
mux                      16                          3.09
simple gates            145                          11.9
## cells in the final DEF (no fill, tap or decap), drive strengths merged, types with 2 or more instances in the layout
master,count
fa,94
bufinv,2
nand2,87
a31oi,2
clkdlybuf4s50,97
xor2,9
o21bai,2
clkbuf,5
dfrtp,48
and2,51
inv,160
a21o,4
mux2,16
nor2,2
nand2b,2
buf,2
a21oi,8
ha,52
xnor2,31
o21ai,4
## power breakdown
| part | internal [W] | switching, W | leakage, nW |
|---|---|---|---|
| logic | 0.00123 | 0.00131 | 2.88 |
| registers | 0.000356 | 0.0000425 | 0.560 |
| clock network | 0.000190 | 0.000111 | 0.0944 |
## worst reg2reg max path, stage by stage, from the launching register on
cell	delay, ns
dfrtp_1	0.62
and2_1	0.31
fa_1	0.53
inv_1	0.06
fa_1	0.53
inv_1	0.05
fa_1	0.50
inv_1	0.06
fa_1	0.53
inv_1	0.05
fa_1	0.47
inv_1	0.05
fa_1	0.47
inv_1	0.04
ha_1	0.34
a21oi_1	0.14
o21ai_0	0.11
a311oi_1	0.30
o21bai_1	0.11
xor2_1	0.14
## cell type report
cell class | instances | share of cell area, %
tap | 180 | 3.15
multi-input combinational | 372 | 55.2
timing repair buffer | 99 | 13.8
clock buffer | 5 | 1.75
clock inverter | 3 | 0.964
inverter | 159 | 8.36
sequential | 48 | 16.8
## registers in the layout, summed over array words and instances, names as in the netlist
| register | count |
|---|---|
| fmap_out | 16 |
| kernel_out | 16 |
| Result_out | 16 |
## Yosys cell counts
cell type  instances
mux2_2            16
xnor2_2            1
fa_1              94
o21a_1             1
o21ai_0            4
nand2_1           85
xor2_1             9
a31oi_1            2
a221oi_1           1
xnor2_1           30
nor2b_1            1
clkbuf_2           1
dfrtp_1           48
ha_1              52
o21bai_1           2
and2_2             2
xnor3_1            1
and4_1             1
a21oi_1            8
and2_1            49
nor4_1             1
a21o_1             4
nand2b_1           2
inv_1            159
buf_4              1
a31o_2             1
nand2_2            2
buf_6              1
clkbuf_1          16
nor2_1             2
a311oi_1           1
buf_2              1
## path summary, 6_finish.rpt
kind / slack (ns) / cells past startpoint / from / to
worst max-delay path: 0.90 / 20 / fmap_in[8] / Result_out[14]$_DFF_PN0_
worst min-delay path: 0.56 / 1 / kernel_out[15]$_DFFE_PN0N_ / kernel_out[15]$_DFFE_PN0N_
worst max register to register: 2.07 / 19 / kernel_out[1]$_DFFE_PN0N_ / Result_out[14]$_DFF_PN0_
worst min register to register: 0.56 / 1 / kernel_out[15]$_DFFE_PN0N_ / kernel_out[15]$_DFFE_PN0N_
max in group asynchronous: 5.84 / 2 / rst / fmap_out[9]$_DFF_PN0_
min in group asynchronous: 1.32 / 2 / rst / Result_out[4]$_DFF_PN0_
## stage by stage
stage          cell area [um2]  hold WS [ns]  cells  power, W
2_1_floorplan             5830         0.480    599   0.00237
3_3_place_gp              6950         0.530    858   0.00294
3_5_place_dp              6950         0.540    858   0.00296
4_1_cts                   7140         0.561    866   0.00329
5_1_grt                   7140         0.596    866   0.00366
6_report                  7140         0.556    866   0.00323
No activity file was given, so power comes from the tool's default toggle rates.
