--- design/flow/config.mk ---
export PLATFORM = sky130hd
export DESIGN_NAME = OS_PE
export DESIGN_NICKNAME = OS_PE
export VERILOG_FILES = /design/flow/design.v
export SDC_FILE = /design/flow/constraint.sdc
export NUM_CORES = 4
export LEC_CHECK = 1
export CORE_UTILIZATION = 50
--- design/flow/constraint.sdc ---
current_design OS_PE

set clk_period 5.2
set clk_io_pct 0.2

create_clock -name clk0 -period $clk_period [get_ports {clk}]

set non_clock_inputs [all_inputs -no_clocks]
set_input_delay [expr $clk_period * $clk_io_pct] -clock clk0 $non_clock_inputs
set_output_delay [expr $clk_period * $clk_io_pct] -clock clk0 [all_outputs]
--- design/flow/design.v ---
module OS_PE #(parameter in_word_size 	= 16,
						out_word_size 	= 16) 
(
	input     								clk		,
	input     								rst			,
	input   wire	[in_word_size-1:0]   	fmap_in		,
	input	wire	[in_word_size-1:0]   	kernel_in	,
	input	wire   	[out_word_size-1:0] 	Result_in	,
	input 	wire 			  				Op_sel		,
	output	reg    [in_word_size-1:0]   	fmap_out	,
	output  reg    [in_word_size-1:0]   	kernel_out	,
	output 	reg    [out_word_size-1:0]  	Result_out
);
	wire    [out_word_size-1:0] Mul;
	reg	    [out_word_size-1:0] Psum;
	assign Mul = fmap_in * kernel_in;
always @ (posedge clk or negedge rst) begin 
	if (!rst) begin 
			fmap_out 	<= 0;
		   kernel_out 	<= 0;
		   Psum 			<= 0;
			Result_out 	<= 0;				
		end 
	else begin 
			fmap_out 	<= fmap_in;
			kernel_out 	<= kernel_in;
			Psum 			<= Psum + Mul;
			Result_out  <= (Op_sel) ? Result_in : Psum;
	end 
end 
endmodule 
--- design/flow/run.sh ---
#!/bin/bash
# OpenROAD 26Q1-2900-gdf79404cd8, Yosys 0.63+post, stock flow scripts
make -C /OpenROAD-flow-scripts/flow DESIGN_CONFIG=/design/flow/config.mk WORK_HOME=/design/flow/orfs finish
==> results.txt <==
Worst setup startpoint: fmap_in[5]
Final period utilization: 103%
Setup ws final: -0.173 ns
Cell with the most instances after synthesis: inv_1
Main flop type: dfrtp_1
FF-to-FF path depth: 14
Maximum VDD drop: 1540 uV
Yosys stat area: 6180 um2
Initial Utilization: 51.5%
Site Rows: 40
Reg2reg setup slack: 1.35 ns
Worst Setup EP: Psum[13]$_DFF_PN0_
DR pass1 iterations: 4
Tool warnings: 29
Cell Type Count: 32
Reg-to-Reg End: Psum[13]$_DFF_PN0_
Reg2reg start: Psum[9]$_DFF_PN0_
P&R area growth vs syn: 36.7%
Final Hold Violation Tally: 0
PD cells: 797 nW/um2
Crit. End Element: flip-flop
Clk_skew: 0.0127 ns
Flops & latches, synth: 64
Worst Tran Pin Value: 0.684 ns
Final min period: 5.37 ns
Leading area contributor after synthesis: fa_1
Async set or reset register ratio after synthesis: 100%
# DRC: 0
Port Buffers: 98
Routed vias: 4587
Crit path max fanout: 4
# diodes: 0
Slew margin rel.: 54.4%
CTS buffer count: 9
Initial antenna violation count: 0
TritonCTS clock tree: built
Cells after synthesis: 627
Metal2 WL: 6.59 mm
Final setup violation count: 4
Max Slew Vio Count: 0
Crit path cell chain: buf_8 -> buf_6 -> and2_4 -> fa_1 -> inv_2 -> fa_1 -> inv_2 -> fa_1 -> inv_1 -> fa_1 -> inv_1 -> fa_1 -> inv_2 -> fa_1 -> inv_2 -> ha_4 -> a21o_1 -> a21oi_2 -> o21ai_2 -> buf_4 -> xor2_1
Post-synth seq share: 25.9%
CP dominant cell by count: fa_1
Outcome: complete, but fails checks
Placer Congestion: 0.886
CTS Hold Bufs: 0
Share of cells above drive strength 1: 22.8%
Arrival @ worst endpoint: 5.58 ns
WL met3: 1.39 mm
Top cells by count: inv_1 (160), nand2_1 (97), fa_1 (94), dfrtp_1 (64), ha_1 (52)
Metal1 wirelength: 7.01 mm
Die Wd: 113 um
Synthesized area per cell: 9.86 um2
Clock Path Buffers: 2
GR Util All Layers: 28.0%
DR WL/cell: 15.8 um
CP max stage delay: 0.52 ns
DRT Wirelength: 15.2 mm
Yosys cell count: 627
WHS: 0.498 ns
Antenna viol nets, final: 0
Failing checks: negative setup slack
Crit path launch type: input port
CTS Sinks: 64
Drt first-iter violations: 143
MaxCap Viol Count: 0
EDFF count, synth: 0
Power Total: 6.74 mW
Top cells by area: fa_1 (30%), dfrtp_1 (26%), ha_1 (11%), inv_1 (9.7%), nand2_1 (5.9%)
Fmax: 0.186 GHz
Hold crit path type: reg -> reg
Final Util: 70.4%
Die Size: 12800 um2
Slowest library cell on the worst path: fa_1
Late-Pin Clk Latency: 0.34 ns
Critical Setup Path Class: in -> reg
I/O pin count: 99
DP Worst Slack: -1.06 ns
Vias in the first global route: 4952
Synth Cell Area: 6180 um2
Remaining Overflow, GRT: 0
Die height: 113 um
Yosys Warn Count: 1
Reg clk slew, reported paths: 0.06 ns
Vias per cell: 4.76
Clock root cell: clkbuf_16
H-tree depth: 3
Leakage: 4.28 nW
Placed wire-length estimate: 12.2 mm
Core Region: 12000 um2
First-pass GRT wire length: 25.5 mm
Worst Path Required: 5.41 ns
Synth top area share: 30.4%
Unrepaired setup endpoints after global routing: yes
Max Used Layer: met4
Largest net degree at the start of global routing: 36
how the worst min path moves through the flow:
stage | startpoint | endpoint | slack (ns) | depth (start not counted)
CTS | Psum[0]$_DFF_PN0_ | Psum[0]$_DFF_PN0_ | 0.50 | 1
global route | Psum[1]$_DFF_PN0_ | Result_out[1]$_DFF_PN0_ | 0.54 | 1
finish | Psum[0]$_DFF_PN0_ | Psum[0]$_DFF_PN0_ | 0.50 | 1
area by class of cell:
cell class                 instances  area, um2
multi-input combinational        384       4090
fill                             872       3560
timing repair buffer             193       1660
sequential                        64       1600
inverter                         160        601
clock buffer                      10        239
tap                              147        184
clock inverter                     5       81.3
timing repair:
| item | 4_1_cts | 5_1_grt |
|---|---|---|
| resized | 98 | 38 |
| gates cloned | 1 | 0 |
| setup endpoints to repair | 8 | 7 |
| setup buffers | 14 | 3 |
| pin swaps | 39 | 34 |
metal layers:
layer  GRT usage, %  up-vias
li1               -     2188
met1           46.9     2239
met2           38.7      147
met3           10.6       13
met4           3.07        0
met5              0        -
flip-flops by register name, summed over array words and instances (netlist names):
name / flops
fmap_out: 16
kernel_out: 16
Result_out: 16
Psum: 16
placed cells by master (no fill, tap or decap), types with 6 or more instances in the layout:
| cell type | instances |
|---|---|
| o21ai_0 | 13 |
| buf_4 | 92 |
| clkbuf_16 | 9 |
| inv_2 | 13 |
| xnor2_1 | 29 |
| inv_1 | 147 |
| clkdlybuf4s50_1 | 75 |
| and2_4 | 9 |
| fa_2 | 6 |
| dfrtp_1 | 64 |
| buf_6 | 7 |
| and2_1 | 40 |
| fa_1 | 88 |
| buf_2 | 9 |
| xor2_1 | 7 |
| ha_4 | 6 |
| ha_1 | 42 |
| nand2_1 | 96 |
power by group:
| group | switching (mW) | leakage, nW | internal, mW |
|---|---|---|---|
| Sequential | 0.0375 | 0.749 | 0.684 |
| Combinational | 2.53 | 3.38 | 2.83 |
| Clock | 0.226 | 0.155 | 0.430 |
kinds of logic (layout without fill, tap and decap cells):
family                   count (synthesis)  after routing  synth area share [%]
XOR/XNOR                                40             40                  6.01
multiplexers                             4              4                 0.728
flip-flops                              64             64                  25.9
adder cells (fa/ha/maj)                146            146                  40.9
AND/OR/NAND/NOR                        160            160                  12.1
buffers and inverters                  179            368                  11.0
AND-OR/OR-AND                           34             34                  3.26
through the flow:
step	instance area [um2]	instances	setup TNS (ns)
floorplan	6280	627	-0.736
global placement	7910	933	-6.93
detailed placement	7910	933	-6.87
CTS	8360	962	-0.717
global route	8460	963	-1.20
finish	8460	963	-0.457
critical path: cells and delay by family:
kind / cells / cell delay, ns
AND-OR/OR-AND: 3 / 0.43
buffers and inverters: 9 / 0.63
AND/OR/NAND/NOR: 1 / 0.15
adder cells (fa/ha/maj): 7 / 3.19
XOR/XNOR: 1 / 0.16
Power and IR drop assume default switching activity.
